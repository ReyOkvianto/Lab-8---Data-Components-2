==> flow/design.v <==
`timescale 1ns / 1ps
module NextPClogic(NextPC, CurrentPC, SignExtImm64, Branch, ALUZero, Uncondbranch); 
	input [63:0] CurrentPC, SignExtImm64; 
	input Branch, ALUZero, Uncondbranch; 
	output reg [63:0] NextPC; 
	always @(*)
		begin #1
			if(Uncondbranch == 1 || (Branch && ALUZero))
				NextPC <= #2 CurrentPC + (SignExtImm64 << 2);
			else
				NextPC <= #1 CurrentPC + 4;
		end
endmodule
==> flow/run.sh <==
#!/bin/bash
# OpenROAD 26Q1-2900-gdf79404cd8, Yosys 0.63+post, stock flow scripts
make -C /OpenROAD-flow-scripts/flow DESIGN_CONFIG=/design/flow/config.mk WORK_HOME=/design/flow/orfs finish
==> flow/config.mk <==
export PLATFORM = sky130hd
export DESIGN_NAME = NextPClogic
export DESIGN_NICKNAME = NextPClogic
export VERILOG_FILES = /design/flow/design.v
export SDC_FILE = /design/flow/constraint.sdc
export NUM_CORES = 4
export LEC_CHECK = 1
export CORE_UTILIZATION = 40
==> flow/constraint.sdc <==
current_design NextPClogic

set clk_period 34.2
set clk_io_pct 0.2

create_clock -name clk0 -period $clk_period

set non_clock_inputs [all_inputs -no_clocks]
set_input_delay [expr $clk_period * $clk_io_pct] -clock clk0 $non_clock_inputs
set_output_delay [expr $clk_period * $clk_io_pct] -clock clk0 [all_outputs]
==> run summary <==
Pwr Total: 0.125 mW
Cell Type Count: 57
Leak Pwr: 2.71 nW
Critical Path End: NextPC[60]
Layout area overhead: 47.2%
Pin count of the biggest net entering global routing: 63
Post-synth seq share: 0%
First-pass GRT wire length: 20,000 um
OpenROAD warning count: 35
DRT Pass-1 Iters: 5
Drt total wl: 12,500 um
Drt drc: 0
Min Clock Period, post-route: 19.08 ns
Final count of hold timing violations: 0
Total GRT Usage: 23.1%
Total negative setup slack: 0 ns
Hold-fix buffers, CTS: 0
Dpl cell area: 6040 um^2
Max transition margin: 56.8%
Synth Instances: 595
Vias in the first global route: 4,407
Die X: 103 um
Peak Freq: 52.4 MHz
Crit start category: input port
Peak supply drop: 0.0102 mV
Num rows: 36
Remaining antenna violation count after routing: 0
Yosys warning total: 1
Die area: 10,700 um^2
Yosys chip area: 4100 um^2
Port Buffers: 189
Seq Cell Count: 0
Die Y: 103 um
Worst-margin pin slew: 0.640 ns
Initial core utilization: 41.6%
Starting DRT DRC Count: 250
Post-CTS Setup Bufs: 0
Fraction of layout cells with a size suffix above 1: 2.40%
# IOs: 195
Core area: 9860 um^2
Drt via density: 5.43
CP Class: input port to primary output
Area of the mapped netlist: 4100 um^2
Synthesized area per cell: 6.89 um^2
Slew Viols, Final: 0
CP arrival: 12.24 ns
Routability cong.: 0.928
Total gr overflow: 0
CP Launch Point: Branch
Diodes inserted: 0
Fin area: 6040 um^2
Clkbuf count: 0
WL per Instance: 14.2 um
Post_cts resized: 0
Worst Path Max Fanout: 62
Status: finished, final reports clean
Setup crit end kind: primary output
HPWL Detailed: 10,700 um
Flop area: 0 um^2
RSZ-0062 raised after global routing: false
Initial antenna violation count: 0
Max_cap viols: 0
Finish-stage setup viols: 0
Via Count: 4,796
Tcrit/Tclk final: 55.8%
PwrDens: 20.7 nW/um^2
Hold Path Class: input port to primary output
Yosys cell count: 595
CP Data Required Time: 27.36 ns
Fillers: 919
[worst min path at each step]
| stage | startpoint | endpoint | slack (ns) | cells after the start |
|---|---|---|---|---|
| after CTS | CurrentPC[0] | NextPC[0] | 13.68 | 0 |
| after global routing | CurrentPC[0] | NextPC[0] | 13.68 | 0 |
| final | CurrentPC[0] | NextPC[0] | 13.68 | 0 |
[per-layer routing]
metal / share of wire (%) / track usage, %
met1: 47 / 33.2
met2: 46 / 40.1
met3: 6.6 / 1.43
met4: 0.31 / 1.52
met5: 0 / 0
[layout by cell type (no fill, tap or decap), types with 6 or more instances in the layout]
master / netlist / routed
and3_1: 6 / 6
inv_1: 15 / 15
clkdlybuf4s50_1: 0 / 189
ha_1: 61 / 61
a31oi_1: 8 / 8
nand2b_1: 6 / 6
a21o_1: 50 / 50
nand4_1: 20 / 20
o21ai_0: 29 / 29
nand3_1: 13 / 13
a21oi_1: 55 / 54
nor2_1: 34 / 34
xnor2_1: 39 / 39
o21bai_1: 12 / 12
xor2_1: 19 / 19
nor2b_1: 66 / 66
nand2_1: 43 / 43
and2_1: 7 / 7
nor3_1: 12 / 12
[critical path: stages]
cell and delay [ns]:
clkdlybuf4s50_1 0.45, a21oi_4 0.15, buf_4 0.49, or2_2 0.22, ha_1 0.15, inv_1 0.05
fa_1 0.39, and2b_1 0.23, o211ai_1 0.14, a211o_1 0.37, a211oi_1 0.53, o2111a_1 0.29
nor3_1 0.10, o41ai_1 0.61, nor3b_1 0.37, a31oi_1 0.15, xnor2_1 0.16, clkdlybuf4s50_1 0.51
[area by class of cell]
cell class	instances	area, um^2	area share (%)
repair buffers	190	1900	31.5
multi-input cells	546	3920	64.8
inverters	15	56.3	0.933
well taps	133	166	2.76
[power by group]
part | leakage (nW) | internal (mW) | switching (mW)
registers | 0 | 0 | 0
clock network | 0 | 0 | 0
logic | 2.71 | 0.0735 | 0.0518
total | 2.71 | 0.0735 | 0.0518
[Yosys cell counts, types with 2 or more instances]
cell	instances	share of area (%)
nor2b_1	66	10
and3_1	6	0.92
a41oi_1	3	0.64
a21oi_1	55	6.7
nor3_1	12	1.5
a21o_1	50	9.2
a21boi_0	4	0.73
or3_1	5	0.76
ha_1	61	19
o211ai_1	5	0.92
nor2_1	34	3.1
nand2b_1	6	0.92
nand4_1	20	3.1
xnor2_1	39	8.3
o21bai_1	12	2.2
a31oi_1	8	1.2
o31ai_1	3	0.55
o21a_1	4	0.73
nor3b_1	2	0.37
nand2_1	43	3.9
buf_4	2	0.37
a211oi_1	3	0.55
nand3_1	13	1.6
o21ai_0	29	3.5
inv_1	15	1.4
clkbuf_1	28	2.6
a21oi_2	2	0.43
or2_2	3	0.46
and4_1	2	0.43
and2_1	7	1.1
a221o_1	4	0.98
a221oi_1	2	0.43
xor2_1	19	4.1
buf_2	4	0.49
nor4_1	2	0.31
[logic make-up (layout without fill, tap and decap cells)]
group | after synthesis | count (layout) | share of synthesized area, %
adder cells (fa/ha/maj) | 62 | 62 | 19.1
XOR/XNOR | 58 | 58 | 12.4
buffers and inverters | 49 | 205 | 4.79
AND-OR/OR-AND | 201 | 201 | 34.2
AND/OR/NAND/NOR | 225 | 225 | 29.5
[through the flow]
step / util [%] / instances / worst slack (ns) / hold WS (ns)
finish: 61.2 / 884 / 15.12 / 13.68
global placement: 61.2 / 884 / 15.22 / 13.68
global route: 61.2 / 884 / 14.82 / 13.68
CTS: 61.2 / 884 / 15.17 / 13.68
detailed placement: 61.2 / 884 / 15.20 / 13.68
floorplan: - / 595 / 16.98 / 13.75
Power figures rest on the tool's default switching activity, not on a simulated workload.
