`flow/config.mk`:
```
export PLATFORM = sky130hd
export DESIGN_NAME = RegisterFile
export DESIGN_NICKNAME = RegisterFile
export VERILOG_FILES = /design/flow/design.v
export SDC_FILE = /design/flow/constraint.sdc
export NUM_CORES = 4
export LEC_CHECK = 1
export CORE_UTILIZATION = 30
```
`flow/constraint.sdc`:
```
current_design RegisterFile

set clk_period 10.9
set clk_io_pct 0.2

create_clock -name clk0 -period $clk_period [get_ports {Clk}]

set non_clock_inputs [all_inputs -no_clocks]
set_input_delay [expr $clk_period * $clk_io_pct] -clock clk0 $non_clock_inputs
set_output_delay [expr $clk_period * $clk_io_pct] -clock clk0 [all_outputs]
```
`flow/design.v`:
```
`timescale 1ns / 1ps
module RegisterFile(BusA, BusB, BusW, RA, RB, RW, RegWr, Clk);
    output [63:0] BusA;
    output [63:0] BusB;
    input [63:0] BusW;
    input [4:0] RA;
    input [4:0] RB;
    input [4:0] RW;
    input RegWr;
    input Clk;
    reg [63:0] registers [31:0];
    assign #2 BusA = (RA != 31) ? registers[RA] : 0;
    assign #2 BusB = (RB != 31) ? registers[RB] : 0;
    always @ (negedge Clk) begin
        if(RegWr)
            registers[RW] <= #3 BusW;
    end
endmodule
```
`flow/run.sh`:
```
#!/bin/bash
# OpenROAD 26Q1-2900-gdf79404cd8, Yosys 0.63+post, stock flow scripts
make -C /OpenROAD-flow-scripts/flow DESIGN_CONFIG=/design/flow/config.mk WORK_HOME=/design/flow/orfs finish
```
==> Changelog: implementation <==
## Flow update

- Status: complete, no violations
- Fillers: 28100
- Post-synth seq share: 64.9%
- Fp_density: 30.3%
- Layout cells sized above 1: 23.8%
- Crit Path Max Fanout: 2
- Slew Limit Fails: 0
- DRT Pass-1 Iters: 6
- Vias in the first global route: 69000
- Post-CTS Setup Bufs: 0
- Maxcap violations: 0
- FP Rows: 205
- CP max stage cell: o21ai_0
- Yosys Instances: 4659
- Area growth from synthesis to layout: 24.9%
- Nature of the critical path endpoint: primary output
- Leading area contributor after synthesis: edfxtp_1
- Crit path buffers/inverters: 1
- Flops after synth: 2048
- CTS tree: built
- Post-synthesis async set-or-reset flop share: 0%
- DRT iter0 DRCs: 3551
- Yosys-reported design area after synthesis: 94700 um^2
- Final core occ: 37.8%
- Worst endpoint data arrival time: 8.67 ns
- Port buffer count: 208
- Total global-route track usage: 21.6%
- Final setup fails: 0
- Die Wd: 564 um
- CP Depth: 4
- Top cell area share: 64.9%
- Largest reg by FF count: registers
- CTS root buf: clkbuf_16
- Area of the die: 318000 um^2
- Global route total overflow: 0
- Number of distinct library cells after synthesis: 53
- Synthesized cell area: 94700 um^2
- Gpl congestion: 0.848
- Top logic family: multiplexers
- Worst path required time: 8.72 ns
- Adders+Majority by Area: 0%
- Worst slew pin tran: 1.06 ns
- Crit-path leading delay family: AND-OR/OR-AND gates
- Final Hold Viols: 0
- Xor+xnor area frac: 0%
- Total number of vias: 59200
- Pin count of the biggest net entering global routing: 90
- Dpl hpwl: 178 mm
- Max reg flops: 2048
- Clock sinks: 2048
- Largest regs: registers (2048)
- Syn Inst Count: 4659
- Cell area leaders: edfxtp_1 (65%), mux4_2 (21%), mux2i_1 (5.2%)
- VDD IR max: 183 uV
- Antenna viol nets, final: 0
- Largest stage delay, worst path: 0.72 ns
- CTS Buffer Depth: 3
- WL/cell: 28.1 um
- CTS Hold Bufs: 0
- Slew margin rel.: 28.8%
- Mux frac, synth: 27.5%
- Dominant logic cell types in the final layout: inv_1 (2093), edfxtp_1 (2048), mux4_2 (879), mux2i_1 (489), clkbuf_16 (219)
- Core area: 313000 um^2
- P_leak: 45.8 nW
- Die H: 564 um
- Commonest flop: edfxtp_1
- Initial antenna violation count: 18
- Yosys warning total: 1
- Crit path launch type: register
- PD cells: 179 nW/um^2
- Placed cells: 8894
- Clock transition at path regs: 0.03 ns
- H-tree levels: 4
- Critical path cell sequence: mux4_2, o21ai_0, a211oi_1, clkdlybuf4s50_1
- DR vias/cell: 5.22
- Post-route DRC violation count: 0
- CTS buffer count: 217
- Complex Gates by Area: 4.00%
- Syn avg cell area: 20.3 um^2
- Total tool warning count: 1028
- Post-Synth Simple-Gate Area: 1.31%
- Hold Path Class: in2out
- Boundary pin count: 209
- Routed WL: 318 mm
- EDFF count, synth: 2048
- First-pass GRT wire length: 451 mm
- Top cell excl fill/tap: inv_1
- WS Path Type: reg2out
- Final cell count without fillers: 11300
- Hold depth: 5
-- path summary, 6_finish.rpt --
| path | slack (ns) | startpoint | to |
|---|---|---|---|
| min | 5.35 | RB[3] | BusB[47] |
| max | 0.05 | registers[22][3] | BusA[3] |
-- routing by layer --
layer	global-route usage, %	wire length [um]	vias to the layer above
met1	21.4	99900	29200
met2	30.7	148000	4213
met4	9.65	12000	34
li1	-	-	25200
met3	19.5	57500	635
met5	1.41	444	-
-- Yosys cell counts (5+ instances only) --
cell and count:
edfxtp_1 2048, mux4_2 879, mux2i_1 489, clkbuf_1 141
mux2_2 125, buf_2 118, nor2_1 84, o22ai_1 75
buf_4 60, a221oi_1 52, o221ai_1 52, nand2_1 47
a221o_1 46, o21ai_0 40, o2111ai_1 39, a211oi_1 38
o22a_1 38, a21oi_1 33, buf_6 32, buf_1 22
nor2b_1 18, and2_1 17, and3_1 17, nor4_1 15
a2111oi_0 13, a32o_1 13, nand3_1 13, o31a_1 13
nand2b_1 9, nand3b_1 9, nor3_1 7, a22o_1 6
a22oi_1 6, o211ai_1 6, or2_2 5
-- repair_timing --
action | in CTS | in global routing
endpoints found under the setup margin | 8 | 12
gates resized | 13 | 16
pin swaps | 1 | 1
cloned | 0 | 0
-- report_power, final --
| part | total [W] | internal [W] | switching, W |
|---|---|---|---|
| Combinational | 0.00165 | 0.000706 | 0.000939 |
| Sequential | 0.00887 | 0.00884 | 0.0000373 |
| Clock | 0.0107 | 0.00567 | 0.00500 |
-- cell type report --
type	count	area, um^2	area share [%]
clock inverter	2225	9780	8.26
antenna	5	12.5	0.0106
tap	4140	5180	4.38
inverter	5	25.0	0.0211
sequential	2048	61500	52.0
timing repair buffer	473	4830	4.08
multi-input combinational	2227	31600	26.7
clock buffer	219	5480	4.63
-- logic make-up after synthesis --
group	Yosys count
mux	1493
compound gates	484
simple gates	250
buf+inv	384
flops	2048
-- through the flow --
step	total power, W	cell area, um^2	TNS [ns]	hold WS, ns	setup WS (ns)
detailed placement	0.0117	103000	0	5.37	0.643
finish	0.0212	118000	0	5.35	0.0473
CTS	0.0215	118000	0	5.36	0.00153
global route	0.0225	118000	-0.00389	5.39	-0.00389
floorplan	0.0110	94800	-577.28	4.70	-0.552
global placement	0.0117	103000	0	5.37	0.581
No activity file was given, so power comes from the tool's default toggle rates.
